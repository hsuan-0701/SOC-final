### ./config.mk
export PLATFORM = sky130hd
export DESIGN_NAME = add_107
export DESIGN_NICKNAME = add_107
export VERILOG_FILES = /design/flow/design.v
export SDC_FILE = /design/flow/constraint.sdc
export NUM_CORES = 4
export LEC_CHECK = 1
export CORE_AREA = 10 10 187 187
export DIE_AREA = 0 0 197 197
### ./constraint.sdc
current_design add_107

set clk_period 18.3
set clk_io_pct 0.2

create_clock -name clk0 -period $clk_period

set non_clock_inputs [all_inputs -no_clocks]
set_input_delay [expr $clk_period * $clk_io_pct] -clock clk0 $non_clock_inputs
set_output_delay [expr $clk_period * $clk_io_pct] -clock clk0 [all_outputs]
### ./design.v
    module add_107 (
        input [106:0] in_A,
        input [106:0] in_B,
        output[106:0] result
    );
    wire[111:0]     result_expand;
    wire[111:0]     in_A_expand;
    wire[111:0]     in_B_expand;
    wire[7:0]       part_A[0:13];
    wire[7:0]       part_B[0:13];
    wire[8:0]       result_predict_zero[0:13];
    wire[8:0]       result_predict_one [0:13];
    wire            logic_one;
    wire            logic_zero;
    wire[8:0]       r[0:13];            
    assign logic_one   = 1'b1;
    assign logic_zero  = 1'b0;
    assign in_A_expand = {5'd0 ,in_A};
    assign in_B_expand = {5'd0 ,in_B};
    genvar i;
    generate
        for(i=0 ; i<14 ; i=i+1)begin : GEN_PART
            assign part_A[i] = in_A_expand[(8*i+7):(8*i)] ;
            assign part_B[i] = in_B_expand[(8*i+7):(8*i)] ;
        end
    endgenerate
        CLA_8 CLA8_zero(
            .Cin(logic_zero),
            .A( part_A[0] ),
            .B( part_B[0] ),
            .result(result_predict_zero[0])
        );
    genvar j;
    generate
        for(j=1 ; j<14 ; j=j+1)begin : GEN_CLA8
            CLA_8 CLA8_0(
                    .Cin(logic_zero),
                    .A( part_A[j] ),
                    .B( part_B[j] ),
                    .result(result_predict_zero[j])
            );
            CLA_8 CLA8_1(
                    .Cin(logic_one),
                    .A( part_A[j] ),
                    .B( part_B[j] ),
                    .result(result_predict_one[j])
            );
        end
    endgenerate
    assign r[0] = result_predict_zero[0];
    genvar k ;
    generate 
        for(k=1 ; k<14 ; k=k+1)begin : GEN_result
            assign r[k] = (r[k-1][8])? result_predict_one[k] : result_predict_zero[k];
        end
    endgenerate
    assign result_expand    = {r[13][7:0] , r[12][7:0] , r[11][7:0] , r[10][7:0],
                            r[9][7:0]  , r[8][7:0]  , r[7][7:0]  , r[6][7:0],
                            r[5][7:0]  , r[4][7:0]  , r[3][7:0]  , r[2][7:0],
                            r[1][7:0]  , r[0][7:0]  };
    assign result           = result_expand[106:0];
    endmodule
module CLA_8(
    input  wire        Cin,
    input  wire [7:0]  A,
    input  wire [7:0]  B,
    output wire [8:0]  result
);
    reg [7:0] G, P, S;
    reg [8:0] C;  
    integer i;
    assign result = {C[8], S};
    always @(*) begin
        C[1] = G[0] | (P[0] & C[0]);
        C[2] = G[1] | (P[1] & G[0]) | (P[1] & P[0] & C[0]);
        C[3] = G[2] | (P[2] & G[1]) | (P[2] & P[1] & G[0]) | (P[2] & P[1] & P[0] & C[0]);
        C[4] = G[3] | (P[3] & G[2]) | (P[3] & P[2] & G[1]) | (P[3] & P[2] & P[1] & G[0]) | (P[3] & P[2] & P[1] & P[0] & C[0]);
        C[5] = G[4] | (P[4] & G[3]) | (P[4] & P[3] & G[2]) | (P[4] & P[3] & P[2] & G[1]) | (P[4] & P[3] & P[2] & P[1] & G[0]) | (P[4] & P[3] & P[2] & P[1] & P[0] & C[0]);
        C[6] = G[5] | (P[5] & G[4]) | (P[5] & P[4] & G[3]) | (P[5] & P[4] & P[3] & G[2]) | (P[5] & P[4] & P[3] & P[2] & G[1]) | (P[5] & P[4] & P[3] & P[2] & P[1] & G[0]) | (P[5] & P[4] & P[3] & P[2] & P[1] & P[0] & C[0]);
        C[7] = G[6] | (P[6] & G[5]) | (P[6] & P[5] & G[4]) | (P[6] & P[5] & P[4] & G[3]) | (P[6] & P[5] & P[4] & P[3] & G[2]) | (P[6] & P[5] & P[4] & P[3] & P[2] & G[1]) | (P[6] & P[5] & P[4] & P[3] & P[2] & P[1] & G[0]) | (P[6] & P[5] & P[4] & P[3] & P[2] & P[1] & P[0] & C[0]);
        C[8] = G[7] | (P[7] & G[6]) | (P[7] & P[6] & G[5]) | (P[7] & P[6] & P[5] & G[4]) | (P[7] & P[6] & P[5] & P[4] & G[3]) | (P[7] & P[6] & P[5] & P[4] & P[3] & G[2]) | (P[7] & P[6] & P[5] & P[4] & P[3] & P[2] & G[1]) | (P[7] & P[6] & P[5] & P[4] & P[3] & P[2] & P[1] & G[0]) | (P[7] & P[6] & P[5] & P[4] & P[3] & P[2] & P[1] & P[0] & C[0]);
    end
    always @(*)begin
        C[0] = Cin;
    end
    always @(*) begin
        for (i = 0; i < 8; i = i + 1) begin
            G[i] = A[i] & B[i];
            P[i] = A[i] ^ B[i];
        end
    end
    always @(*) begin
        for (i = 0; i < 8; i = i + 1)begin
            S[i] = P[i] ^ C[i];
        end
    end
endmodule
### ./run.sh
#!/bin/bash
# OpenROAD 26Q1-2900-gdf79404cd8, Yosys 0.63+post, stock flow scripts
make -C /OpenROAD-flow-scripts/flow DESIGN_CONFIG=/design/flow/config.mk WORK_HOME=/design/flow/orfs finish
==> reports/qor.yml <==
status: "complete, no violations"
ant_nets: 0
viasPerCell: 4.425
critical_path_buf_inv_count: 2
setup_tns_ns: 0
clock_buffers: 0
ys_warn_count: 2
numPortBuffers: 321
worst_slew_margin_rel: 0.5512
dp_hpwl_um: 22100
antenna_found_initial: 0
nFlopsAndLatches: 0
critPathLaunchType: "primary input"
yosys_area_um2: 5254
crit_required_ns: 14.64
drc: 0
fp-utilization: 0.1709
holdCritPathClass: "in -> out"
hold_viol_final: 0
die_h_um: 197
die_w_um: 197
slowest_delay_ns: 0.60
first_iter_violations: 261
grt_max_degree: 10
period_minus_slack_ns: 11.61
cts-hold-fix-buffers: 0
n_antenna_cell: 0
criticalPathCategory: "in -> out"
routed-via-count: 6279
timing.fmax_ghz: 0.08616
grt_overflow: 0
grt_usage: 0.1202
flop_area_um2: 0
totalWireLength_um: 24170
final_util: 0.2913
finalClockPeriodUsage: 0.6343
syn2layout_area_growth_pct: 70.47
syn_area_per_cell_um2: 7.463
place_congestion: 0.8953
setup_viol: 0
p_per_area_nw_per_um2: 37.73
rsz0062_at_grt: "false"
worst_pin_slew_ns: 0.6628
cp_data_arrival_time_ns: 7.95
warnings: 45
crit_slowest_cell: "o311ai_1"
ctsResizeCount: 0
rows: 64
critical_path.cell_chain: "clkdlybuf4s50_1 -> ha_1 -> a21o_1 -> a21o_1 -> a2111oi_4 -> a21oi_2 -> o311ai_1 -> a21oi_1 -> o2111ai_1 -> a31oi_2 -> mux2i_1 -> a2111oi_1 -> clkdlybuf4s50_1"
chipArea_um2: 38810
grt_pass1_wl_um: 36740
yosysCellCount: 704
ys_types: 76
end_kind: "output pin"
firstDrtPassIters: 7
finalMaxSlewViolations: 0
cellLeakagePower_nw: 3.855
peakVddDrop_mv: 0.01451
grt_pass1_vias: 6350
post_cts_buffers: 0
crit_fanout: 5
syn_inst: 704
cp_top_family: "AND-OR/OR-AND gates"
ys_seq_frac: 0
report.power.total_mw: 0.3379
drive_gt1_frac: 0.02444
wl_per_cell_um: 17.03
io_pins: 321
core-area_um2: 30750
syn-cell-area_um2: 5254
cap_violations: 0
## metal layers
metal,up-vias,wire length [um],GRT usage
li1,3290,-,-
met1,2823,10620,0.1556
met2,164,12220,0.2170
met3,2,1303,0.01891
met4,0,27,0.001139
met5,-,0,0
## kinds of logic (layout without fill, tap and decap cells)
| group | count (synthesis) | count (layout) | share of synthesized area |
|---|---|---|---|
| XOR/XNOR | 86 | 86 | 0.1434 |
| AND/OR/NAND/NOR | 203 | 203 | 0.2017 |
| multiplexers | 8 | 8 | 0.01524 |
| AND-OR/OR-AND | 214 | 214 | 0.2998 |
| adder cells (fa/ha/maj) | 120 | 120 | 0.2872 |
| buffers and inverters | 73 | 392 | 0.05263 |
## synth_stat cells, drive strengths merged, types with 3 or more instances
library cell  instances  area [um2]
a2111oi               4       80.07
a211o                 4       35.03
a211oi                5       42.54
a21boi                4       30.03
a21o                 34       262.8
a21oi                58       301.5
a221o                 5       50.05
a221oi                3       32.53
a31o                  3       26.28
a31oi                12       108.9
and2                  4       25.02
and3                 11       68.82
and4                  6       55.05
ha                  119        1489
inv                  70       262.8
mux2i                 8       80.08
nand2                37       138.9
nand2b                3       18.77
nand3                24       120.1
nand4                13       81.33
nand4b                3       26.28
nor2                 47       176.4
nor2b                 3       18.77
nor3                 24       131.4
nor3b                 4       30.03
nor4                  8       50.05
o2111ai               3       26.28
o211ai                5       37.54
o21a                 12       90.09
o21ai                25       128.9
o21bai               13       97.59
o221ai                3       32.53
o31ai                 3       22.52
or2                   3       18.77
or3                   5       31.28
xnor2                49       429.2
xor2                 37       324.1
## report_power, final
group / total (mW) / switching (mW) / internal, mW
Sequential: 0 / 0 / 0
Clock: 0 / 0 / 0
Combinational: 0.338 / 0.134 / 0.204
Total: 0.338 / 0.134 / 0.204
## through the flow
step                      instances  setup WS (ns)  cell area, um2  hold WS, ns
final                          1419          6.693            8956        8.352
after global routing           1419          6.389            8956        8.391
after CTS                      1419          6.586            8956        8.353
after detailed placement       1419          6.592            8956        8.351
after global placement         1419          6.645            8956        8.351
after floorplan                 704          8.366            5254        7.392
## area by class of cell
class              count  area, um2
repair buffers       322       3221
fillers             3234      21790
well taps            396      495.5
multi-input cells    631       4977
inverters             70      262.8
## cells in the final DEF (no fill, tap or decap), drive strengths merged, types with 5 or more instances in the layout
| cell type | count |
|---|---|
| a211oi | 5 |
| a21o | 34 |
| a21oi | 58 |
| a221o | 5 |
| a31oi | 12 |
| and3 | 11 |
| and4 | 6 |
| clkdlybuf4s50 | 321 |
| ha | 119 |
| inv | 70 |
| mux2i | 8 |
| nand2 | 37 |
| nand3 | 24 |
| nand4 | 13 |
| nor2 | 47 |
| nor3 | 24 |
| nor4 | 8 |
| o211ai | 5 |
| o21a | 12 |
| o21ai | 25 |
| o21bai | 13 |
| or3 | 5 |
| xnor2 | 49 |
| xor2 | 37 |
## tightest hold or removal path, stage by stage
cell and delay [ns]:
clkdlybuf4s50_1 0.45, ha_1 0.11, clkdlybuf4s50_1 0.47
## path summary, 6_finish.rpt
kind	to	slack, ns	cells past startpoint	from
worst min-delay path	result[0]	8.35	3	in_B[0]
worst max-delay path	result[106]	6.69	13	in_A[13]
